### design/flow/run.sh
#!/bin/bash
# OpenROAD 26Q1-2900-gdf79404cd8, Yosys 0.63+post, stock flow scripts
make -C /OpenROAD-flow-scripts/flow DESIGN_CONFIG=/design/flow/config.mk WORK_HOME=/design/flow/orfs finish
### design/flow/config.mk
export PLATFORM = sky130hd
export DESIGN_NAME = ALU32
export DESIGN_NICKNAME = ALU32
export VERILOG_FILES = /design/flow/design.v
export SDC_FILE = /design/flow/constraint.sdc
export NUM_CORES = 4
export LEC_CHECK = 1
export CORE_UTILIZATION = 40
### design/flow/constraint.sdc
current_design ALU32

set clk_period 21.3
set clk_io_pct 0.2

create_clock -name clk0 -period $clk_period

set non_clock_inputs [all_inputs -no_clocks]
set_input_delay [expr $clk_period * $clk_io_pct] -clock clk0 $non_clock_inputs
set_output_delay [expr $clk_period * $clk_io_pct] -clock clk0 [all_outputs]
### design/flow/design.v
module ALU32(
    input [31:0] A,     
    input [31:0] B,     
    input [3:0] OP,     
    input Cin,          
    output [31:0] Result,   
    output Cout,            
    output OVF,             
    output Z                
);
wire [31:0] sum, difference, and_res, or_res, xor_res, not_res, sll_res, srl_res;
wire slt_res, equal_res;
wire carry_out_add, carry_out_sub;
wire ovf_add, ovf_sub;
assign {carry_out_add, sum} = A + B + Cin;
assign {carry_out_sub, difference} = A + (~B + 1) + Cin;
assign and_res = A & B;
assign or_res = A | B;
assign xor_res = A ^ B;
assign not_res = ~A;
assign sll_res = A << B[4:0];
assign srl_res = A >> B[4:0];
assign slt_res = ($signed(A) < $signed(B)) ? 1'b1 : 1'b0;
assign equal_res = (A == B);
assign ovf_add = (A[31] == B[31]) && (sum[31] != A[31]);
assign ovf_sub = (A[31] != B[31]) && (difference[31] != A[31]);
assign Result = (OP == 4'b0000) ? sum :             
                (OP == 4'b0001) ? difference :      
                (OP == 4'b0010) ? and_res :         
                (OP == 4'b0011) ? or_res :          
                (OP == 4'b0100) ? xor_res :         
                (OP == 4'b0101) ? sll_res :         
                (OP == 4'b0110) ? srl_res :         
                (OP == 4'b0111) ? {31'b0, slt_res} :  
                (OP == 4'b1100) ? not_res :         
                (OP == 4'b1101) ? {31'b0, equal_res} :  
                32'b0;                              
assign Cout = (OP == 4'b0000) ? carry_out_add :      
              (OP == 4'b0001) ? carry_out_sub :      
              1'b0;                                 
assign OVF = (OP == 4'b0000) ? ovf_add :             
             (OP == 4'b0001) ? ovf_sub :             
             1'b0;                                   
assign Z = (Result == 32'b0) ? 1'b1 : 1'b0;
endmodule
==> notes.md <==
flow finished, numbers: dpl cells=just over 2000, Synth Area in Adders=0.171, routed vias/inst=around 6.8, Sw Share=0.612, Yosys cell types=slightly above 80, crit-path cells=buf_2, buf_4, clkinv_1, buf_4, ha_1, inv_1, fa_1, a211o_1, a311oi_1, a211oi_1, o21bai_1, a31oi_1, a311oi_1, mux2i_1, o22ai_1, or4_1, or3_1, nor3_2, clkdlybuf4s50_1, largest net degree at the start of global routing=about 55, Final Hold Violation Tally=0, ant diodes=0, synth top area cells=ha_1, mux4_2, mux2i_1, Comb gate area=roughly 11000 um2, maximum VDD drop=0.0195 mV, Synth mux share=0.180, Post-CTS Setup Repair Bufs=0, vias=13841, row cnt=61, Flop area=0 um2, Final setup viols=0, Syn Area/Cell=7.05 um2, # Cells Yosys=1645, DRC=0, number of stages on the worst hold path=4, crit share post-route=0.709, Final Power=0.377 mW, Buf/Inv on CP=6, CTS Hold Buffers Added=0, Non-Filler Instances=2047, DR WL/cell=slightly below 30 um, CP Launch Type=input pin, Global Route Usage Sum=0.414, share of post-route cells with drive strength above 1=0.0929, and+or+nand+nor area frac=0.206, Clk network pwr share=0, sw power=0.230 mW, CTS resizes=0, critical path type=in2out, Largest logic family=AND-OR/OR-AND gates, Filler Cell Count=2884, tightest hold margin=~9.7 ns, Worst EP arrival=10.83 ns, Pint=roughly 0.15 mW, Post-Syn Area=11600 um2, tool warnings=113, routed wire length=60000 um, vias in the first global route=12565, endpoint type of the worst setup path=output port, Final ANT Viol Nets=0, PortBufs=104, Top-area cell share=0.140, Yosys chip area=11600 um2, clock period minus worst slack=15.09 ns, Vert. Die Dim=172 um, pwr dens=a little under 30 nW/um2, area of the core=28200 um2, Leak=5.30 nW, Complex Gates by Area=0.323, Max Cap Violations=0, sequential element share of the synthesized area=0, Hold Path Class=in2out, xor/xnor share=0.0272, Final Max Slew Viols=0, drt first pass iters=6, CP Depth=19, CP max stage delay=0.61 ns, Critical Path Slowest Stage Cell=a311oi_1, synth warn=0, total grt overflow=0, post-DP HPWL=47200 um, Peak Freq=between 60 and 70 MHz, cell type with the largest total area=ha_1, fp util=0.412, setup TNS=0 ns, final RePlAce weighted congestion=roughly 1.1, Slew Limit Headroom=0.351, combinational power share=1.000, cell family with most CP delay=AND-OR/OR-AND gates, Starting DRT DRC Count=1459, Layout area overhead=11.7%, total die size=between 20000 and 30000 um2, outcome=finished, final reports clean, die width=172 um, initial antenna violation count=1, first-pass GRT wire length=between 80000 and 90000 um, CP Max Fanout=53, Mapped Cells=1645, I/O pins=104, CLK BUF=0, Reg power frac=0, actual slew at the worst max-slew pin=0.968 ns, Data required, critical path=17.04 ns, RSZ-0062 raised after global routing=false, Flops=0
==> cells in the mapped netlist, drive strengths merged, types with 9 or more instances <==
library cell    n
nand2         110
nor2b          27
o221ai         15
o211ai         22
ha            130
o21bai         14
fa             18
nand2b         26
xnor2          32
o22ai          31
inv           139
mux2i          71
o31a           10
a2bb2oi        12
nand4          14
a211oi         34
nor2          124
a22oi          11
mux4           47
or2            10
buf            34
and3            9
mux2           28
o21ai         111
a31oi          23
a21oi         136
nor4           28
clkbuf         98
nor3           41
nand3          41
o31ai          12
or3            13
a21o           16
o21a           13
==> cells by family (layout without fill, tap and decap cells) <==
logic type / Yosys count / count (layout)
buf+inv: 274 / 298
compound gates: 562 / 562
xor+xnor: 36 / 36
simple gates: 479 / 479
fa+ha+maj: 148 / 148
mux: 146 / 146
==> through the flow <==
stage	util	setup WS, ns	instance area [um2]
2_1_floorplan	-	8.22	11600
3_3_place_gp	0.460	6.36	12900
3_5_place_dp	0.460	6.28	12900
4_1_cts	0.460	6.26	12900
5_1_grt	0.460	5.84	12900
6_report	0.460	6.21	12900
==> power by group through the flow <==
stage         clock network (mW)  registers, mW  logic, mW
CTS                            0              0      0.366
finish                         0              0      0.377
global route                   0              0      0.400
==> layout make-up <==
| type | count | share of cell area |
|---|---|---|
| tap | 378 | 0.0365 |
| multi-input combinational | 1371 | 0.813 |
| timing repair buffer | 156 | 0.109 |
| inverter | 142 | 0.0412 |
==> cells in the final DEF (no fill, tap or decap), drive strengths merged, types with 34 or more instances in the layout <==
cell / instances
a211oi: 34
a21oi: 136
buf: 57
clkdlybuf4s50: 99
ha: 130
inv: 139
mux2i: 71
mux4: 47
nand2: 110
nand3: 41
nor2: 124
nor3: 41
o21ai: 111
==> worst min-delay path, cell delays in order <==
cell,delay [ns]
buf_4,0.25
nor2_1,0.16
o31a_1,0.28
clkdlybuf4s50_1,0.51
==> layer usage <==
metal,track usage,routed length (um),up-vias
met5,0,0,-
met1,0.606,26100,6633
met2,0.613,25500,885
li1,-,-,6229
met4,0.105,1790,0
met3,0.100,6600,94
==> final timing paths <==
check	from	end	slack, ns
setup / recovery	B[1]	Z	6.21
hold / removal	B[2]	Result[2]	9.73
Power is estimated from default activity; no workload was simulated.
