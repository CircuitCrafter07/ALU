==> design/flow/design.v <==
module ALU_32(
    input [31:0] A,     
    input [31:0] B,     
    input [3:0] OP,     
    input Cin,          
    output reg [31:0] Result,   
    output reg Cout,            
    output reg OVF,             
    output reg Z                
);
always @(*) begin
    case(OP)
        4'b0000: {Cout, Result} = A + B + Cin;  
        4'b0001: {Cout, Result} = A - B - Cin;  
        4'b0010: Result = A & B;                
        4'b0011: Result = A | B;                
        4'b0100: Result = A ^ B;                
        4'b0101: Result = A << B;               
        4'b0110: Result = A >> B;               
        4'b0111: Result = (A < B) ? 32'b1 : 32'b0;  
        4'b1000: Result = A * B;                
        4'b1001: Result = A / B;                
        4'b1010: Result = A + 1;                
        4'b1011: Result = A - 1;                
        4'b1100: Result = ~A;                   
        4'b1101: Result = (A == B) ? 32'b1 : 32'b0;  
        default: Result = 32'b0;                
    endcase
    Z = (Result == 32'b0) ? 1'b1 : 1'b0;
    if ((OP == 4'b0000 || OP == 4'b0001) && 
        ((A[31] & B[31] & ~Result[31]) | (~A[31] & ~B[31] & Result[31])))
        OVF = 1'b1;
    else
        OVF = 1'b0;
end
endmodule
==> design/flow/run.sh <==
#!/bin/bash
# OpenROAD 26Q1-2900-gdf79404cd8, Yosys 0.63+post, stock flow scripts
make -C /OpenROAD-flow-scripts/flow DESIGN_CONFIG=/design/flow/config.mk WORK_HOME=/design/flow/orfs finish
==> design/flow/config.mk <==
export PLATFORM = sky130hd
export DESIGN_NAME = ALU_32
export DESIGN_NICKNAME = ALU_32
export VERILOG_FILES = /design/flow/design.v
export SDC_FILE = /design/flow/constraint.sdc
export NUM_CORES = 4
export LEC_CHECK = 1
export CORE_UTILIZATION = 50
==> design/flow/constraint.sdc <==
current_design ALU_32

set clk_period 314.8
set clk_io_pct 0.2

create_clock -name clk0 -period $clk_period

set non_clock_inputs [all_inputs -no_clocks]
set_input_delay [expr $clk_period * $clk_io_pct] -clock clk0 $non_clock_inputs
set_output_delay [expr $clk_period * $clk_io_pct] -clock clk0 [all_outputs]
==> flow_metrics.py <==
# Synthesis and PnR figures
metrics = {
    "pwr": {
        "p_clk_share_pct": 0,
        "p_sw_mw": 0.375,
        "irDropWorstVdd_uv": 57.6,
        "p_int_mw": 0.224,
        "p_leak_nw": 28.3,
        "pwr-share-comb_pct": 100.0,
        "switching_share_pct": 62.6,
        "pwr-share-seq_pct": 0,
        "power_density_nw_per_um2": 9.96,
    },
    "sta": {
        "setup_tns_ps": 0,
        "final-max-slew-violation-count": 1,
        "worst_pin_slew_ps": 1690,
        "unclocked_regs": 1,
        "slew_headroom_pct": -12.4,
        "setup_viol": 0,
        "fin_crit_ps": 213100,
        "untimed_endpoints": 2,
        "hold_viol_final": 0,
        "max_freq_ghz": 0.00469,
        "setup_ws_ps": 101700,
        "whs_ps": 127490,
        "period_used_pct": 67.7,
        "rsz0062_at_grt": "no",
    },
    "job": {
        "tool_warnings": 132,
        "maxCapViolCount": 0,
    },
    "critical_path": {
        "required_ps": 251840,
        "crit_top_cell": "ha_1",
        "slowest_stage": "a221oi_1",
        "crit_arrival_ps": 150140,
        "endpoint_kind": "output pin",
        "startpoint_type": "input pin",
        "critPathMaxStageDelay_ps": 1080,
        "crit_fanout": 42,
        "critPathKind": "input pin to output pin",
    },
    "drt": {
        "wl_per_cell_um": 31.3,
        "drtIter0Drc": 6716,
        "vias": 63400,
        "first_pass_iters": 9,
        "routed_wl_mm": 294,
        "via_per_inst": 6.75,
        "postRouteAntennaNets": 0,
        "drc": 0,
    },
    "logic_synthesis": {
        "ff_type": "dlxtn_1",
        "synthAoiAreaFrac_pct": 25.2,
        "ys.flops": 1,
        "syn_inst": 7877,
        "xor_share_pct": 6.89,
        "syn-mean-instance-area_sq_um": 7.19,
        "ys_sh_simple_pct": 21.9,
        "yosys_cells": 7877,
        "synth.distinct_cells": 95,
        "edf_count": 0,
        "mux_area_share_pct": 5.61,
        "yosysWarnings": 1,
        "syn_area_sq_um": 56700,
        "logic_family": "adder cells",
        "async_reset_ff_share_pct": 0,
        "yosys_area_sq_um": 56700,
        "fa_ha_area_share_pct": 33.2,
    },
    "global_route": {
        "grt_pass1_wl_mm": 416,
        "grt_pass1_vias": 59500,
        "grt_max_degree": 57,
        "overflow": 0,
        "gr-usage-all-layers_pct": 51.6,
        "antenna_found_initial": 32,
    },
    "placed_design": {
        "hpwl_mm": 231,
        "gp_congestion": 1.16,
        "dpl_worst_slack_ps": 105170,
        "numPortBuffers": 104,
    },
    "final_layout": {
        "largest_reg_flops": 1,
        "syn2layout_area_growth_pct": 6.21,
        "final_layout_size_suffix_gt1_share_pct": 7.07,
        "fillCellCount": 10700,
    },
    "clock_network": {
        "cts_hold_buf": 0,
        "post_cts_resized": 0,
        "cts_setup_buffers": 0,
    },
    "min_path": {
        "hold_path_class": "input pin to output pin",
        "min_path_cells": 6,
        "hp-start": "B[1]",
        "hold_end": "Result[1]",
    },
    "floorplan": {
        "fp.dieH_um": 339,
        "die_area_sq_um": 115000,
        "rows": 123,
        "die_w_um": 339,
        "initial_core_util_pct": 50.4,
        "io_pins": 104,
        "core_sq_um": 112000,
    },
    "status": {
        "violations": "slew limit",
        "outcome": "finished, violations left",
    },
}
==> final cells by class <==
class,instances,area [sq um],share of cell area (%)
diodes,11,27.5,0.0457
inverters,722,2720,4.51
multi-input cells,6792,52700,87.5
flip-flops and latches,1,15.0,0.0250
well taps,1500,1880,3.12
repair buffers,360,2870,4.76
==> power by group through the flow <==
stage	clock [mW]	sequential, mW	combinational (mW)
global route	0	0.0000310	0.650
CTS	0	0.0000307	0.570
finish	0.0000000128	0.0000308	0.599
==> worst max-delay path, delay by kind of cell <==
kind / cells / cell delay (ps)
muxes: 5 / 2110
adders and majority gates: 31 / 10180
AOI/OAI and AO/OA: 150 / 45580
buffers and inverters: 19 / 4920
and+or+nand+nor: 80 / 24170
==> cells by family (layout without fill, tap and decap cells) <==
group,count (synthesis),count (layout)
simple gates,2713,2713
xor+xnor,446,446
fa+ha+maj,1255,1255
latches,1,1
mux,224,224
buf+inv,1084,1082
other cells,0,11
compound gates,2154,2154
==> metrics by stage <==
step                instance area [sq um]  power [mW]  std cells  utilization (%)
finish                              60200       0.599       9386             53.6
global route                        60100       0.650       9375             53.5
CTS                                 60100       0.570       9375             53.5
detailed placement                  60100       0.565       9375             53.5
global placement                    60100       0.562       9375             53.5
floorplan                           56700       0.381       7877                -
==> placed cells by master, fill, tap and decap left out, types with 28 or more instances in the layout <==
cell type	count
mux2i_1	77
o2111ai_1	30
nor2_1	743
a31oi_1	109
a221oi_1	42
o31ai_1	41
nor4_1	45
clkdlybuf4s50_1	80
buf_4	259
o21ai_0	402
a21boi_0	30
a21o_1	211
nor3_1	216
inv_1	704
and2_1	51
o21bai_1	53
a21oi_1	521
ha_1	842
and3_1	50
nand3_1	171
o21a_1	153
xnor2_1	278
xor2_1	168
o22ai_1	47
nor2b_1	64
a211oi_1	78
a211o_1	28
nand4_1	55
nand2_1	979
or3_1	80
or2_2	45
nand2b_1	79
mux4_2	59
mux2_2	81
fa_1	413
o211ai_1	78
==> synth_stat cells, types with 50 or more instances <==
cell / count / area, sq um
nand2_1: 979 / 3670
ha_1: 842 / 10500
nor2_1: 749 / 2810
inv_1: 712 / 2670
a21oi_1: 522 / 2610
fa_1: 413 / 8270
o21ai_0: 403 / 2020
clkbuf_1: 285 / 1070
xnor2_1: 278 / 2430
nor3_1: 219 / 1100
a21o_1: 211 / 1580
nand3_1: 171 / 856
xor2_1: 168 / 1470
o21a_1: 153 / 1150
a31oi_1: 109 / 682
mux2_2: 81 / 912
a211oi_1: 80 / 601
or3_1: 80 / 500
nand2b_1: 79 / 494
o211ai_1: 78 / 586
mux2i_1: 77 / 771
nor2b_1: 64 / 400
buf_1: 61 / 229
mux4_2: 59 / 1330
nand4_1: 55 / 344
o21bai_1: 53 / 398
and2_1: 51 / 319
and3_1: 50 / 313
==> routing by layer <==
metal | wire length, um | global-route usage, % | vias up
li1 | - | - | 28100
met1 | 109000 | 65.4 | 29800
met2 | 114000 | 69.0 | 4388
met3 | 46700 | 27.0 | 1116
met4 | 23900 | 31.7 | 36
met5 | 365 | 1.71 | -
==> worst max path at each step <==
| stage | cells past startpoint | slack (ps) | end | from |
|---|---|---|---|---|
| finish | 285 | 101700 | Z | B[24] |
| CTS | 287 | 104940 | Z | B[24] |
| global route | 287 | 97250 | Z | B[24] |
No activity file was given, so power comes from the tool's default toggle rates.
